==> ./design.v <==
module test_fpga(
    input  sys_clock,
    input  BTN,
    output LD0,
    output LD1,
    output LD2,
    output LD3,
    input  i0a,
    input  i0b,
    input  i1a,
    input  i1b,
    input  i2a,
    input  i2b,
    input  i3a,
    input  i3b,
    output o0,
    output o1,
    output o2,
    output o3    
);
detection_block dt0(
    .a(i0a),
    .b(i0b),
    .ld(LD0),
    .o(o0),
    .clr(BTN),
    .clk(sys_clock)
);
detection_block dt1(
    .a(i1a),
    .b(i1b),
    .ld(LD1),
    .o(o1),
    .clr(BTN),
    .clk(sys_clock)
);
detection_block dt2(
    .a(i2a),
    .b(i2b),
    .ld(LD2),
    .o(o2),
    .clr(BTN),
    .clk(sys_clock)
);
detection_block dt3(
    .a(i3a),
    .b(i3b),
    .ld(LD3),
    .o(o3),
    .clr(BTN),
    .clk(sys_clock)
);
endmodule
module detection_block(
    input a,
    input b,
    output ld,
    output o,
    input clr,
    input clk
);
    wire ina, inb, inc;
    synchronizer syncA(
        .clk(clk),
        .din(a),
        .dout(ina)
    );
    synchronizer syncB(
        .clk(clk),
        .din(b),
        .dout(inb)
    );
    synchronizer syncC(
        .clk(clk),
        .din(clr),
        .dout(inc)
    );
    detector det(
        .clk(clk),
        .a(ina),
        .b(inb),
        .out(o)
    );
    flag flg(
        .clk(clk),
        .in(o),
        .out(ld),
        .clr(inc)
    );
endmodule
module detector(input a, input b, input clk, output out);
    wire ma, mb;
    monostable mA(.in(a), .out(ma), .clk(clk));
    monostable mB(.in(b), .out(mb), .clk(clk));
    monostable #(.SIZE(7), .TIMEOUT(100)) mO (.in(ma & mb), .out(out), .clk(clk));
endmodule 
module flag (
        input clk,
        input in,
        output reg out,
        input clr
    );
    wire pre_out;
    assign pre_out = (out == 1) ? 1 : in;
always@(posedge clk or posedge clr)
    begin
        if(clr == 1)
            begin
                out <= 0;
            end
        else
            begin
                out <= pre_out;
            end    
    end
endmodule
module monostable(input in, input clk, output out);
	parameter SIZE = 4;
	parameter TIMEOUT = 10;
  reg [SIZE-1:0] counter;
  reg [SIZE-1:0] pre_counter;
  assign out = (counter <= TIMEOUT) ? 1 : 0;
  always @(*)
    begin
      if (out)
        pre_counter = counter + 1;
      else
        pre_counter = counter;
    end
  always @(posedge clk or posedge in)
    begin
      if (in==1)
        counter <= 0;
      else
        counter <= pre_counter;
    end
endmodule
`timescale 1ns / 1ps
module synchronizer(
    input  clk,
    input  din,
    output dout
    );
    reg qi, qo;
    assign dout = qo;
    always @(posedge clk)
    begin
        qi <= din;
        qo <= qi;
    end
endmodule
==> ./run.sh <==
#!/bin/bash
# OpenROAD 26Q1-2900-gdf79404cd8, Yosys 0.63+post, stock flow scripts
make -C /OpenROAD-flow-scripts/flow DESIGN_CONFIG=/design/flow/config.mk WORK_HOME=/design/flow/orfs finish
==> ./config.mk <==
export PLATFORM = sky130hd
export DESIGN_NAME = test_fpga
export DESIGN_NICKNAME = test_fpga
export VERILOG_FILES = /design/flow/design.v
export SDC_FILE = /design/flow/constraint.sdc
export NUM_CORES = 4
export LEC_CHECK = 1
export CORE_UTILIZATION = 50
==> ./constraint.sdc <==
current_design test_fpga

set clk_period 3.4
set clk_io_pct 0.2

create_clock -name clk0 -period $clk_period [get_ports {sys_clock}]

set non_clock_inputs [all_inputs -no_clocks]
set_input_delay [expr $clk_period * $clk_io_pct] -clock clk0 $non_clock_inputs
set_output_delay [expr $clk_period * $clk_io_pct] -clock clk0 [all_outputs]
==> impl_metrics.csv <==
group,metric,value,unit
setup_path,worstSetupEndpoint,"o3",
synth,ys_types,37,
layout,final_layout_top_logic_cells,"64 x dfrtp_1, 44 x inv_1, 24 x ha_1",
setup_path,timing.rr.start,"dt3.det.mO.counter[0]",
clock_network,cts_hold_buf,0,
pwr,p_comb_share,1.0,%
pwr,power_density,437,nW/um^2
setup_path,worst-setup-path-type,"flop to primary output",
routing,top_layer,"met4",
die,die_area,7550,um^2
placement,dp_worst_setup_slack,1170,ps
die,io_pins,18,
layout,area_delta_synth_final,14.7,%
job,drv_cap,0,
sta,timing.final.ws_setup,811,ps
global_route,grt.total_usage,15.0,%
routing,diodes,0,
global_route,grt_pass1_wl,8710,um
synth,ys_cells,314,
job,warning_count,37,
placement,dp_hpwl,3530,um
routing,wirelength,4920,um
sta,fin_skew,9.13,ps
sta,fin_tns_setup,0,ps
setup_path,cp_slowest_stage_delay,440,ps
setup_path,rr_endpoint,"dt3.det.mO.counter[1]",
setup_path,crit_start,"dt3.det.mO.counter[0]",
placement,gp_congestion,0.807,
setup_path,required,2720,ps
pwr,swShare,18.8,%
sta,fin_crit_sh,76.2,%
sta,drv_slew,0,
synth,numSynthFlops,82,
sta,finalSetupViolations,0,
routing,drtPass1Iterations,4,
routing,viasPerCell,4.77,
synth,ys_seq_share,54.4,%
hold_path,min_path_type,"flop to asynchronous set/reset pin",
sta,holdWs,64.2,ps
sta,finalHoldViolCount,0,
synth,synth_warnings,4,
clock_network,post_cts_buffers,0,
pwr,p_sw,0.340,mW
clock_network,worstSkewPairLatency,340,ps
routing,drt-wirelength-per-cell,11.1,um
clock_network,clock-sinks,82,
layout,drive_gt1_share,13.8,%
clock_network,cts_buffers,9,
placement,placed_cell_area,3890,um^2
clock_network,cts_resized,0,
setup_path,cp_cell_sequence,"inv_1 > ha_1 > nand2b_1 > a21oi_4 > inv_1 > clkdlybuf4s50_1",
setup_path,crit_top_cell,"inv_1",
routing,drt-met1-wl,2690,um
clock_network,cts_buffer_depth,2,
routing,vias,2115,
routing,ant_nets,0,
clock_network,cts_root_buf,"clkbuf_8",
run_status,status,"finished clean",
setup_path,startpoint_type,"flop",
sta,max_slew_margin,78.3,%
synth,avgSynthCellArea,11.5,um^2
layout,design_area,4130,um^2
synth,synth_area,3600,um^2
die,fp.dieH,86.9,um
layout,layout_top_cell,"dfrtp_1",
pwr,internal-power,1.47,mW
die,die_w,86.9,um
sta,max_freq,386,MHz
setup_path,r2r_cells,5,
pwr,p_leak,1.79,nW
routing,wl_met2,2020,um
setup_path,reg2reg_slack,1830,ps
global_route,antenna_found_initial,0,
pwr,clkPwrFrac,44.4,%
routing,wl_met3,134,um
die,placementRows,30,
die,coreArea,6870,um^2
synth,synthCells,314,
sta,min_period,2590,ps
clock_network,cts_tree,"built",
setup_path,end_kind,"primary output",
global_route,overflow,0,
clock_network,htreeDepth,3,
die,fp-utilization,52.5,%
routing,first_iter_violations,72,
sta,worst_pin_slew,325,ps
synth,ys_area,3600,um^2
setup_path,cp_max_fo,5,
setup_path,crit_slowest_cell,"dfrtp_1",
sta,rsz0062_at_grt,"no",
placement,numPortBuffers,17,
setup_path,arrival,1910,ps
global_route,grt_start_max_net_pins,14,
clock_network,path_clk_slew,80,ps
pwr,ir_drop,323,uV
pwr,seqPwrFrac,54.6,%
global_route,grt_pass1_vias,1987,
routing,drc_errors,0,
[critical path: cells and delay by family, from the launching register on]
kind            cells  cell delay, ps
compound gates      1             220
fa+ha+maj           1             210
buf+inv             3             520
flops               1             440
simple gates        1             180
[synth_stat cells, drive strengths merged]
| library cell | number | area [um^2] |
|---|---|---|
| nand4 | 2 | 18.8 |
| o21bai | 1 | 7.51 |
| o22a | 4 | 35.0 |
| nand2b | 15 | 96.3 |
| ha | 24 | 300 |
| mux2 | 7 | 86.3 |
| o31ai | 6 | 45.0 |
| and2 | 4 | 27.5 |
| a21oi | 16 | 125 |
| a31oi | 1 | 6.26 |
| and4 | 1 | 8.76 |
| nor2b | 11 | 68.8 |
| a31o | 13 | 114 |
| inv | 44 | 165 |
| xnor2 | 16 | 140 |
| a41o | 1 | 10.0 |
| mux2i | 4 | 40.0 |
| nand2 | 17 | 63.8 |
| a21o | 4 | 30.0 |
| dfxtp | 18 | 360 |
| nor2 | 6 | 42.5 |
| o21ai | 21 | 120 |
| nand3 | 6 | 30.0 |
| dfrtp | 64 | 1600 |
| o21a | 4 | 30.0 |
| and3 | 2 | 12.5 |
| a22o | 2 | 17.5 |
[metrics by stage]
step,power [mW],utilization [%],cells
2_1_floorplan,1.01,-,314
3_3_place_gp,1.02,56.7,427
3_5_place_dp,1.02,56.7,427
4_1_cts,1.83,60.1,443
5_1_grt,1.88,60.1,443
6_report,1.81,60.1,443
[worst min-delay path by stage]
stage,start,to,slack [ps],depth (start not counted)
finish,dt3.syncA.qo,dt3.det.mA.counter[3],60,1
global route,dt2.syncB.qo,dt2.det.mB.counter[0],90,1
CTS,dt2.syncB.qo,dt2.det.mB.counter[1],70,1
[cell type report]
cell class	count	area (um^2)
fill	568	2740
tap	96	120
timing repair buffer	17	170
clock inverter	4	72.6
clock buffer	12	165
inverter	44	165
multi-input combinational	188	1480
sequential	82	1960
[kinds of logic (layout without fill, tap and decap cells)]
logic type                 after synthesis  in the layout  synth area share (%)
and+or+nand+nor                         64             64                  10.2
xor gates and xnor gates                16             16                  3.89
buffers and inverters                   44             77                  4.58
AOI/OAI and AO/OA                       73             73                  15.0
DFF                                     82             82                  54.4
muxes                                   11             11                  3.51
adders and majority gates               24             24                  8.33
[routing by layer]
metal,vias up,global-route usage (%)
met5,-,0
met2,20,21.1
met3,9,2.79
met4,0,2.73
met1,976,25.8
li1,1110,-
[sequential cells by signal, indices dropped and copies added (netlist names), 4 cells and up]
| signal | cells |
|---|---|
| dt2.det.mA.counter | 4 |
| dt0.det.mB.counter | 4 |
| dt0.det.mO.counter | 7 |
| dt1.det.mB.counter | 4 |
| dt0.det.mA.counter | 4 |
| dt2.det.mB.counter | 4 |
| dt1.det.mA.counter | 4 |
| dt1.det.mO.counter | 7 |
| dt3.det.mA.counter | 4 |
| dt3.det.mO.counter | 7 |
| dt2.det.mO.counter | 7 |
| dt3.det.mB.counter | 4 |
[power groups by stage]
| stage | sequential [mW] | clock [mW] | combinational (mW) |
|---|---|---|---|
| 4_1_cts | 0.985 | 0.825 | 0.0198 |
| 5_1_grt | 0.986 | 0.873 | 0.0217 |
| 6_report | 0.985 | 0.801 | 0.0188 |
No activity file was given, so power comes from the tool's default toggle rates.
